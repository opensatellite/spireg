--- design/flow/design.v ---
`timescale 1ns / 1ps
module spireg #(
    parameter ADDR_W = 6,    
    parameter REG_W = 16     
) (
    input clk,
    input nrst,
    input mosi,
    output miso,
    input sclk,
    input nss,
    output [ADDR_W-1:0] reg_addr,
    input [REG_W-1:0] reg_data_i,
    output [REG_W-1:0] reg_data_o,
    output reg reg_data_o_vld,
    input [7:0] status,
    output [5:0] fastcmd,
    output reg fastcmd_vld
);
(* ASYNC_REG = "TRUE" *) reg mosi1, mosi2;
(* ASYNC_REG = "TRUE" *) reg sclk1, sclk2, sclk3;
(* ASYNC_REG = "TRUE" *) reg nss1, nss2, nss3;
reg [REG_W-2:0] mosi_sr;
wire [REG_W-1:0] isr; 
reg [REG_W-1:0] osr;
reg [7:0] cmd;   
reg cmd_vld;
wire [5:0] new_reg_addr;
wire [REG_W-1:0] reg_data_i_be;
reg [REG_W-1:0] reg_data_o_be; 
reg [$clog2(REG_W)-1:0] cnt; 
reg [1:0] state;
wire sclk_samp, sclk_upd, sel, desel, nss_val;
assign isr = {mosi_sr, mosi2};
assign miso = osr[REG_W-1];
assign reg_addr = cmd[ADDR_W-1:0];
assign new_reg_addr = reg_addr + 1;
assign fastcmd = cmd[5:0];
generate 
genvar i;
for(i = 0; i < REG_W / 8; i = i + 1) begin
    integer j = REG_W / 8 - 1 - i;
    assign reg_data_i_be[(i*8)+:8] = reg_data_i[(j*8)+:8];
    assign reg_data_o[(i*8)+:8] = reg_data_o_be[(j*8)+:8];
end
endgenerate
localparam cmd_reg_rd = 2'b00;
localparam cmd_reg_wr = 2'b10;
localparam cmd_fastcmd = 2'b11;
always @(posedge clk)
if(!nrst) begin
    mosi_sr <= 0;
    osr <= 0;
    cmd <= 0;
    cmd_vld <= 0; 
    reg_data_o_be <= 0;
    reg_data_o_vld <= 0;
    fastcmd_vld <= 0;
    cnt <= 0;
    state <= 2'd0;
end else begin
    if(reg_data_o_vld) begin
        reg_data_o_vld <= 0;
        cmd <= {cmd[7:6], new_reg_addr};
    end
    if(fastcmd_vld) fastcmd_vld <= 0;
    case(state)
    2'd0: if(nss_val) begin      
            state <= 2'd1;
        end          
    2'd1: if(!nss_val) begin     
            cmd_vld <= 0;
            cnt <= 0;    
            osr <= {status, {(REG_W-8){1'b0}}};
            state <= 2'd2;
        end
    2'd2: if(nss_val) begin   
            state <= 2'd1;
        end else if(sclk_samp) begin
            if(!cmd_vld && (cnt == 4'd7)) begin
                cmd <= isr;
                if(isr[7:6] == cmd_fastcmd) begin
                    if(!fastcmd_vld) fastcmd_vld <= 1;
                    state <= 2'd0;
                end else begin
                    state <= 2'd3;
                end
            end else if(cmd_vld && (cnt == (REG_W-1))) begin
                if(cmd[7:6] == cmd_reg_wr) begin
                    reg_data_o_be <= isr;
                    if(!reg_data_o_vld) reg_data_o_vld <= 1;
                end
                state <= 2'd3;
            end else begin
                mosi_sr <= isr[REG_W-2:0];
                state <= 2'd3;
            end
        end
    2'd3: if(nss_val) begin   
            state <= 2'd1;
        end else if(sclk_upd) begin
            if((!cmd_vld && (cnt == 4'd7)) ||
               (cmd_vld && (cnt == (REG_W-1)))) begin
                if(!cmd_vld) cmd_vld <= 1;
                if(cmd[7:6] == cmd_reg_rd) begin
                    osr <= reg_data_i_be;
                    cmd <= {cmd[7:6], new_reg_addr};
                end else begin
                    osr <= {REG_W{1'b0}};
                end
                cnt <= 0;
                state <= 2'd2;
            end else begin
                osr <= {osr[REG_W-2:0], 1'b0};
                cnt <= cnt + 1;
                state <= 2'd2; 
            end
        end
    endcase 
end
assign sclk_samp = sclk2 && (!sclk3);    
assign sclk_upd = (!sclk2) && sclk3;     
assign nss_val = nss2;
always @(posedge clk)
if(!nrst) begin
    mosi1 <= 0;
    mosi2 <= 0;
    sclk1 <= 0;
    sclk2 <= 0;
    sclk3 <= 0;
    nss1 <= 0;
    nss2 <= 0;
end else begin
    mosi1 <= mosi;
    mosi2 <= mosi1;
    sclk1 <= sclk;
    sclk2 <= sclk1;
    sclk3 <= sclk2;
    nss1 <= nss;
    nss2 <= nss1;
end
endmodule
`timescale 1ns / 1ps
module spireg_example(
    input clk,
    input nrst,
    input mosi,
    output miso,
    input sclk,
    input nss
);
localparam integer ADDR_WIDTH = 3;   
localparam integer REG_WIDTH = 16;   
wire [ADDR_WIDTH-1:0] reg_addr;
wire [REG_WIDTH-1:0] reg_data_i, reg_data_o;
wire reg_data_o_vld;
wire [7:0] status;
wire [5:0] fastcmd;
wire fastcmd_vld;
reg [REG_WIDTH-1:0] mem [0:(2**ADDR_WIDTH-1)];
spireg #(
    .REG_W(REG_WIDTH)
) spireg_inst(
    .clk(clk),
    .nrst(nrst),
    .mosi(mosi),
    .miso(miso),
    .sclk(sclk),
    .nss(nss),
    .reg_addr(reg_addr),
    .reg_data_i(reg_data_i),
    .reg_data_o(reg_data_o),
    .reg_data_o_vld(reg_data_o_vld),
    .status(status),
    .fastcmd(fastcmd),
    .fastcmd_vld(fastcmd_vld)
);
assign reg_data_i = mem[reg_addr];
assign status = mem[0][7:0];
integer i;
always @(posedge clk or negedge nrst)
if(!nrst) begin
    for(i = 0; i < 2**ADDR_WIDTH; i = i+1)
        mem[i] <= 0;
end else begin
    if(fastcmd_vld) begin
        case(fastcmd)
            6'd0:  mem[0] <= mem[0] &~ {{(REG_WIDTH - 16){1'b0}}, 16'b00000000_00000001};
            6'd1:  mem[0] <= mem[0] |  {{(REG_WIDTH - 16){1'b0}}, 16'b00000000_00000001};
            6'd2:  mem[0] <= mem[0] &~ {{(REG_WIDTH - 16){1'b0}}, 16'b00000000_00000010};
            6'd3:  mem[0] <= mem[0] |  {{(REG_WIDTH - 16){1'b0}}, 16'b00000000_00000010};
            6'd4:  mem[0] <= mem[0] &~ {{(REG_WIDTH - 16){1'b0}}, 16'b00000000_00000100};
            6'd5:  mem[0] <= mem[0] |  {{(REG_WIDTH - 16){1'b0}}, 16'b00000000_00000100};
            6'd6:  mem[0] <= mem[0] &~ {{(REG_WIDTH - 16){1'b0}}, 16'b00000000_00001000};
            6'd7:  mem[0] <= mem[0] |  {{(REG_WIDTH - 16){1'b0}}, 16'b00000000_00001000};
            6'd8:  mem[0] <= mem[0] &~ {{(REG_WIDTH - 16){1'b0}}, 16'b00000000_00010000};
            6'd9:  mem[0] <= mem[0] |  {{(REG_WIDTH - 16){1'b0}}, 16'b00000000_00010000};
            6'd10: mem[0] <= mem[0] &~ {{(REG_WIDTH - 16){1'b0}}, 16'b00000000_00100000};
            6'd11: mem[0] <= mem[0] |  {{(REG_WIDTH - 16){1'b0}}, 16'b00000000_00100000};
            6'd12: mem[0] <= mem[0] &~ {{(REG_WIDTH - 16){1'b0}}, 16'b00000000_01000000};
            6'd13: mem[0] <= mem[0] |  {{(REG_WIDTH - 16){1'b0}}, 16'b00000000_01000000};
            6'd14: mem[0] <= mem[0] &~ {{(REG_WIDTH - 16){1'b0}}, 16'b00000000_10000000};
            6'd15: mem[0] <= mem[0] |  {{(REG_WIDTH - 16){1'b0}}, 16'b00000000_10000000};
            6'd16: mem[0] <= mem[0] &~ {{(REG_WIDTH - 16){1'b0}}, 16'b00000001_00000000};
            6'd17: mem[0] <= mem[0] |  {{(REG_WIDTH - 16){1'b0}}, 16'b00000001_00000000};
            6'd18: mem[0] <= mem[0] &~ {{(REG_WIDTH - 16){1'b0}}, 16'b00000010_00000000};
            6'd19: mem[0] <= mem[0] |  {{(REG_WIDTH - 16){1'b0}}, 16'b00000010_00000000};
            6'd20: mem[0] <= mem[0] &~ {{(REG_WIDTH - 16){1'b0}}, 16'b00000100_00000000};
            6'd21: mem[0] <= mem[0] |  {{(REG_WIDTH - 16){1'b0}}, 16'b00000100_00000000};
            6'd22: mem[0] <= mem[0] &~ {{(REG_WIDTH - 16){1'b0}}, 16'b00001000_00000000};
            6'd23: mem[0] <= mem[0] |  {{(REG_WIDTH - 16){1'b0}}, 16'b00001000_00000000};
            6'd24: mem[0] <= mem[0] &~ {{(REG_WIDTH - 16){1'b0}}, 16'b00010000_00000000};
            6'd25: mem[0] <= mem[0] |  {{(REG_WIDTH - 16){1'b0}}, 16'b00010000_00000000};
            6'd26: mem[0] <= mem[0] &~ {{(REG_WIDTH - 16){1'b0}}, 16'b00100000_00000000};
            6'd27: mem[0] <= mem[0] |  {{(REG_WIDTH - 16){1'b0}}, 16'b00100000_00000000};
            6'd28: mem[0] <= mem[0] &~ {{(REG_WIDTH - 16){1'b0}}, 16'b01000000_00000000};
            6'd29: mem[0] <= mem[0] |  {{(REG_WIDTH - 16){1'b0}}, 16'b01000000_00000000};
            6'd30: mem[0] <= mem[0] &~ {{(REG_WIDTH - 16){1'b0}}, 16'b10000000_00000000};
            6'd31: mem[0] <= mem[0] |  {{(REG_WIDTH - 16){1'b0}}, 16'b10000000_00000000};
        endcase
    end else if(reg_data_o_vld) begin
        mem[reg_addr] <= reg_data_o;
    end
end
endmodule
--- design/flow/run.sh ---
#!/bin/bash
# OpenROAD 26Q1-2900-gdf79404cd8, Yosys 0.63+post, stock flow scripts
make -C /OpenROAD-flow-scripts/flow DESIGN_CONFIG=/design/flow/config.mk WORK_HOME=/design/flow/orfs finish
--- design/flow/config.mk ---
export PLATFORM = sky130hd
export DESIGN_NAME = spireg_example
export DESIGN_NICKNAME = spireg_example
export VERILOG_FILES = /design/flow/design.v
export SDC_FILE = /design/flow/constraint.sdc
export NUM_CORES = 4
export LEC_CHECK = 1
export CORE_UTILIZATION = 50
--- design/flow/constraint.sdc ---
current_design spireg_example

set clk_period 4.6
set clk_io_pct 0.2

create_clock -name clk0 -period $clk_period [get_ports {clk}]

set non_clock_inputs [all_inputs -no_clocks]
set_input_delay [expr $clk_period * $clk_io_pct] -clock clk0 $non_clock_inputs
set_output_delay [expr $clk_period * $clk_io_pct] -clock clk0 [all_outputs]
==> commit_impl_results.txt <==
Refresh implementation metrics

* Synth Area per Inst: 10.2 um2
* Maximum fanout encountered on the critical timing path: 16
- Among all flip-flop cells after synthesis, the most frequent one is dfrtp_1.
- Headroom to the max-slew limit came out at 0.390.
- Asr flop ratio synth: 0.640
- Final hold vios: 0
- Most common library cell in the layout ignoring fill and taps: dfrtp_1
- Post-synthesis register bit count: 200
- Total cell area at the placement stage: 9470 um2
* Violation count after the first detailed-routing iteration: 490
- According to the floorplan report, the die width is 139 um.
- Post-cts sizing count: 0
- GP Congestion: 0.918
- Per the timing report, the most critical flop-to-flop path originates at spireg_inst.cmd[1].
- For this run the aggregate overflow at the end of global routing stands at 0.
- Pre-antenna DRT Iters: 7
- Number of buffers inserted to repair setup after CTS: 0
- Number of synthesized flops with an enable pin: 0
- Type of the worst min-delay path: reg2reg
- Counting pins that exceed their max-slew limit in the final report gives 0.
* Largest net degree at the start of global routing: 72
- On the worst setup and hold paths after CTS, the clock-pin slew comes to 80 ps.
* Type of origin of the critical path: register
- STA reports a reg2reg setup slack of 1690 ps.
* Height of the chip: 139 um
- In this run the standard cell core region covers 18100 um2.
- Synthesis area per yosys: 9320 um2
- Between the synthesized netlist and the finished layout, the area growth was recorded as 7.93%.
- Total power for the finished layout comes to 3310 uW.
* Count of cells along the worst hold path: 1
* Static Leak: approximately 0.0041 uW
- The script computed a power per unit cell area of 329 nW/um2.
- Peak VDD IR: 0.302 mV
- TritonCTS created 17 clock buffers.
- Startpoint of the lowest-slack hold path: spireg_inst.sclk1
- In the synthesized netlist, the number of instances is between 900 and 1000.
* Total wire length: 24.8 mm
* Total tool warning count: 29
- Of the post-synthesis cell area, the dominant cell type holds 0.344.
* Worst-case setup slack after placement: 1760 ps
- For this run, design rule violations remaining after detail routing come to 0.
- Before any placement, the netlist area is recorded as 9320 um2.
- Number of global-route vias before repair: 6918
- For this sky-water flow run, the detailed-routed wirelength per cell is reported as between 20 and 25 um.
- Ports: 6
* Worst reg2reg path depth: 7
- GRT Resource Usage Total: 0.283
- Post-layout period usage of the worst path: 0.633
- Register area share after synthesis: 0.498
- The buffer_ports step reported a buffer count of 5.
- Deepest level of the CTS H-tree: 4
* Chip Footprint: 19200 um2
- Antenna violation net count after detailed routing: 0
- The layout summary lists the proportion of cells stronger than drive strength 1 as 0.186.
* Crit path DAT: 3200 ps
* Clock period minus final worst setup slack: roughly 2900 ps
* Half-perimeter wire length after placement: 16.6 mm
* Warning count from the yosys run: 4
* Max-cap violations: 0
* Source-to-sink clock delay at the later pin of the worst-skew pair: roughly 430 ps
- CP Class: reg2reg
* Number of cell instances after yosys synthesis: 915
- Buffer type at the clock tree root: clkbuf_16
* Longest Clk Path Bufs: 2
- The run finished with clean final reports.
- Derived from the worst setup path, the maximum achievable clock frequency is around 0.34 GHz.
- The share of the core area taken by cells at floorplan is 0.515.
- The path with the worst hold slack has its endpoint at spireg_inst.sclk2.
* Vias: 7088
* Antenna violations before repair: 1
- In the final report, the number of endpoints failing setup comes to 0.
- After synthesis, the cell types taking the most area are dfrtp_1 (34%), dfxtp_1 (15%), mux2_2 (13%).
- The final report gives the core utilization as 0.556.
* Most frequently placed logic cells in the final layout: dfrtp_1 (128), nand2_1 (112), mux2_2 (106)
* Post-detailed-route via-to-cell ratio: 6.29
- The critical path in the final layout is reported with a setup slack of 1690 ps.
- Clock tree from TritonCTS: yes
- R2R Path End: mem[0][0]
- After routing the design area is 10100 um2.
* Cell row count: 49
* Count of different cell masters after synthesis: 65
- Final total negative setup slack: 0 ps
- Global-route wire length before repair: 40.0 mm
- For this design, the CTS-stage hold fixing added 0 buffers.
- Worst path required time: between 4000 and 5000 ps
- Clock sinks: 200
- The biggest area contributor in the post-synthesis netlist is dfrtp_1.
- Transition time at the pin with the least slew margin: 915 ps
* Clock skew after layout: 9.98 ps
- Setup repair after global routing left no endpoint under its margin.
- Type of destination of the critical path: register
## layer usage
metal	track usage	wire, um	vias up
li1	-	-	3295
met1	0.451	11600	3535
met2	0.401	10700	229
met3	0.0739	1710	29
met4	0.0787	772	0
met5	0	0	-
## synth_stat cells, drive strengths merged, types with 3 or more instances
cell	n
dfrtp	128
nand2	112
mux2	106
dfxtp	72
a21oi	69
o21ai	55
clkbuf	40
nor2	38
nand3	31
buf	30
a22oi	22
a222oi	18
a22o	18
and2	17
a31oi	12
nor3	12
a221oi	10
inv	10
and3	9
a211oi	7
ha	6
nand2b	6
xnor2	6
xor2	6
nand3b	5
o31ai	5
a21o	4
o211ai	4
o22a	4
or2	4
and4bb	3
mux2i	3
nand4	3
nor3b	3
nor4	3
o41ai	3
## registers in the layout, indices dropped and copies added, names as in the netlist
| register | flops |
|---|---|
| spireg_inst.cmd | 8 |
| spireg_inst.nss1 | 1 |
| spireg_inst.reg_data_o_be | 16 |
| spireg_inst.fastcmd_vld | 1 |
| spireg_inst.state | 3 |
| spireg_inst.cnt | 4 |
| spireg_inst.sclk3 | 1 |
| spireg_inst.osr | 16 |
| spireg_inst.sclk1 | 1 |
| spireg_inst.mosi2 | 1 |
| spireg_inst.mosi_sr | 15 |
| spireg_inst.reg_data_o_vld | 1 |
| spireg_inst.sclk2 | 1 |
| mem | 128 |
| spireg_inst.nss2 | 1 |
| spireg_inst.mosi1 | 1 |
| spireg_inst.cmd_vld | 1 |
## where the power goes
group / leakage [uW] / total, uW / switching (uW) / internal, uW
registers: 0.00235 / 1780 / 13.8 / 1770
logic: 0.00150 / 67.5 / 45.1 / 22.5
clock network: 0.000286 / 1460 / 705 / 754
total: 0.00414 / 3310 / 764 / 2540
## area by class of cell
class | count | area, um2
sequential | 200 | 4650
clock inverter | 12 | 128
tap | 229 | 287
fill | 1495 | 8030
multi-input combinational | 634 | 4340
clock buffer | 20 | 458
antenna | 1 | 2.50
timing repair buffer | 19 | 156
inverter | 11 | 41.3
## worst max-delay path: stages, from the launching register on
cell and delay (ps):
dfxtp_1 490, ha_1 660, buf_4 340, nor2_1 110, o31ai_2 540, o21ai_0 300, a21boi_0 180, a2bb2oi_1 150
## how the worst max path moves through the flow
| stage | cells past startpoint | end | slack, ps | start |
|---|---|---|---|---|
| final | 7 | mem[0][0] | 1690 | spireg_inst.cmd[1] |
| after global routing | 7 | mem[0][0] | 1570 | spireg_inst.cmd[1] |
| after CTS | 7 | mem[0][0] | 1730 | spireg_inst.cmd[1] |
## metrics by stage
stage / hold slack (ps) / instances
2_1_floorplan: 412 / 915
3_3_place_gp: 417 / 1093
3_5_place_dp: 420 / 1093
4_1_cts: 442 / 1125
5_1_grt: 441 / 1125
6_report: 440 / 1126
## kinds of logic (layout without fill, tap and decap cells)
kind of cell             Yosys count  in the layout  synth area share
AND/OR/NAND/NOR                  253            253             0.133
multiplexers                     109            109             0.131
XOR/XNOR                          12             12            0.0113
adder cells (fa/ha/maj)            6              6           0.00805
AND-OR/OR-AND                    254            254             0.182
other                              0              1                 0
buffers and inverters             81             62            0.0358
flip-flops                       200            200             0.498
Power is estimated from default activity; no workload was simulated.
